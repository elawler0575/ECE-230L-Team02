### flow/run.sh
#!/bin/bash
# OpenROAD 26Q1-2900-gdf79404cd8, Yosys 0.63+post, stock flow scripts
make -C /OpenROAD-flow-scripts/flow DESIGN_CONFIG=/design/flow/config.mk WORK_HOME=/design/flow/orfs finish
### flow/config.mk
export PLATFORM = sky130hd
export DESIGN_NAME = demultiplexer
export DESIGN_NICKNAME = demultiplexer
export VERILOG_FILES = /design/flow/design.v
export SDC_FILE = /design/flow/constraint.sdc
export NUM_CORES = 4
export LEC_CHECK = 1
export CORE_AREA = 10 10 70 70
export DIE_AREA = 0 0 80 80
### flow/design.v
module demultiplexer(
    input [3:0] data,
    input Enable,
    input [1:0] sel,
    output [15:0] Y
    );
    assign Y[3:0] = Enable ? ((~sel[0] && ~sel[1]) ? data:0) : 'b0000;
    assign Y[7:4] = Enable ? ((sel[0] && ~sel[1]) ? data :0): 'b0000;
    assign Y[11:8] = Enable ?((~sel[0] && sel[1]) ? data :0): 'b0000;
    assign Y[15:12] = Enable ? ((sel[0] && sel[1]) ? data:0): 'b0000;
endmodule
### flow/constraint.sdc
current_design demultiplexer

set clk_period 1.0
set clk_io_pct 0.2

create_clock -name clk0 -period $clk_period

set non_clock_inputs [all_inputs -no_clocks]
set_input_delay [expr $clk_period * $clk_io_pct] -clock clk0 $non_clock_inputs
set_output_delay [expr $clk_period * $clk_io_pct] -clock clk0 [all_outputs]
==> Changelog: implementation <==
## Flow update

* Status: finished, violations left
* Failing checks: negative setup slack
* Largest fanout on the critical path at 6
* Vias in the first global route at about 360
* Final Setup Violations at 10
* Tool Warnings at 34
* Cycle use final at 109.7%
* Synthesis-to-layout area growth at 205.0%
* # clk buffers at 0
* FF+latch area at 0 sq um
* Area figure in the yosys stat output at about 200 sq um
* Post-layout min period at 1.097 ns
* Yosys Instances at 19
* Ports at 23
* Most used cell, CP: buf_6
* Total global routing overflow at 0
* Area fraction in mux cells at 0%
* PD cells at 303.4 mW/mm^2
* Setup ws final at -0.09736 ns
* CP max-delay cell: and4bb_2
* Non-Filler Cell Area, Final at between 600 and 700 sq um
* Worst Max-Slew Pin Slew at between 0.07 and 0.08 ns
* Main area contributors: and4b_1 (40%), and4_1 (18%), buf_6 (17%)
* Horiz. Die Dim at roughly 80 microns
* RePlAce Congestion at 0.7231
* Antenna Nets Post-Route at 0
* Most frequent cell after synthesis: and4b_1
* First-pass GRT wire length at between 2000 and 2500 microns
* Synth cell types at 5
* Synth logic family: simple AND/OR/NAND/NOR gates
* Crit path kind: input port to output port
* Post-Synth Simple-Gate Area at between 80 and 90%
* RSZ-0062 raised after global routing: true
* Max-Cap Viols at 0
* CP bufs+invs at 4
* Largest net degree at the start of global routing at 7
* YS warnings at 0
* PortBufs at 23
* Syn avg cell area at between 10 and 15 sq um
* Worst min-delay path category: input port to output port
* Initial DRT Pass Iterations at 2
* Core area at about 0.0034 sq mm
* Startpoint types: input port
* Adder share at 0%
* Max-slew violation count at 0
* Die ar. at approximately 0.0064 sq mm
* Die Span Y at 80 microns
* AO/OA Area Share at 0%
* Max-area cell share at approximately 40%
* Slew HR at a little over nine tenths
* Area leader, netlist: and4b_1
* Flop count at 0
* Syn Inst Count at 19
* XOR/XNOR Area Share at 0%
* Mapped Area at ~200 sq um
* Synth Seq Share at 0%
* Pwr Total at 0.0001841 W
* Core Util at FP at 5.824%
* Hold Violations, Final at 0
* Vias per inst at 3.284
* Req. time, crit path at 0.80 ns
* Initial antenna violation count at 0
* ANT cells at 0
* Most frequent cells after synthesis: and4b_1 (8), and4_1 (4), buf_6 (3)
* Worst-path cell chain: buf_8 > buf_6 > buf_6 > and4bb_2 > buf_2
* DR iter-0 viols at 8
* Achievable Freq at between 0.9 and 1 GHz
* Static Leakage at ~0.32 nW
* Routed WL at between 1000 and 1500 microns
* Critical Path AT at ~0.90 ns
* # rows at 21
* Tot GR Track Use at under 10%
* Cell Area, Placed at approximately 500 sq um
* DR WL/cell at roughly 13 microns
* Layout cells sized above 1 at between 70% and 80%
* Worst Setup End Kind: output port
* Utilization after layout at around 18%
* Largest stage delay, worst path at approximately 0.28 ns
* Routed vias at ~340
* Top Family by Delay on Critical Path: buffers and inverters
* Max IR drop VDD at ~0.000045 V
* DRC viols at 0
[cell usage in the layout (no fill, tap or decap)]
master           instances
buf_6                   13
buf_2                   13
and4b_1                  8
and4_1                   4
clkdlybuf4s15_2          4
buf_8                    3
and4bb_2                 2
and4bb_1                 2
clkbuf_2                 2
buf_4                    2
buf_16                   1
clkdlybuf4s15_1          1
buf_12                   1
[kinds of logic after synthesis]
family / count (synthesis)
AND/OR/NAND/NOR: 16
buffers and inverters: 3
[through the flow]
stage	hold slack [ns]	setup WS, ns	TNS (ns)	std cells
after global routing	0.8752	-0.1384	-0.9268	102
after floorplan	0.5043	0.3036	0	19
after global placement	1.422	-0.7609	-11.30	88
after detailed placement	1.423	-0.7589	-11.31	88
final	0.8494	-0.09736	-0.5796	102
after CTS	0.8407	-0.1160	-0.6112	101
[power breakdown]
group | total, W | switching, W | leakage [nW] | internal (W)
logic | 0.000184 | 0.0000573 | 0.318 | 0.000127
registers | 0 | 0 | 0 | 0
clock network | 0 | 0 | 0 | 0
[path summary, 6_finish.rpt]
check	start	end	slack (ns)	depth (start not counted)
max	sel[1]	Y[3]	-0.1	5
min	Enable	Y[14]	0.85	4
[metal layers]
metal	wire length [microns]	track usage, %	part of all wire (%)	vias up
met1	614	5.274	46	156
met4	0	0	0	0
met2	530	5.538	40	19
met3	183	1.705	14	0
met5	0	0	0	-
li1	-	-	-	160
[cell type report]
cell class | instances | area [sq um]
fillers | 377 | 2809
repair buffers | 40 | 384.1
well taps | 46 | 57.56
multi-input cells | 16 | 165.2
[what timing repair did]
action / CTS / global route
endpoints found under the setup margin: 16 / 13
cloned: 3 / 0
resized: 89 / 5
hold buffers: 0 / 0
endpoints found under the hold margin: 0 / 0
buffers inserted: 10 / 1
pin swaps: 11 / 4
Power figures rest on the tool's default switching activity, not on a simulated workload.
