==> run.sh <==
#!/bin/bash
# OpenROAD 26Q1-2900-gdf79404cd8, Yosys 0.63+post, stock flow scripts
make -C /OpenROAD-flow-scripts/flow DESIGN_CONFIG=/design/flow/config.mk WORK_HOME=/design/flow/orfs finish
==> config.mk <==
export PLATFORM = sky130hd
export DESIGN_NAME = multiplexer
export DESIGN_NICKNAME = multiplexer
export VERILOG_FILES = /design/flow/design.v
export SDC_FILE = /design/flow/constraint.sdc
export NUM_CORES = 4
export LEC_CHECK = 1
export CORE_AREA = 10 10 70 70
export DIE_AREA = 0 0 80 80
==> constraint.sdc <==
current_design multiplexer

set clk_period 1.1
set clk_io_pct 0.2

create_clock -name clk0 -period $clk_period

set non_clock_inputs [all_inputs -no_clocks]
set_input_delay [expr $clk_period * $clk_io_pct] -clock clk0 $non_clock_inputs
set_output_delay [expr $clk_period * $clk_io_pct] -clock clk0 [all_outputs]
==> design.v <==
module multiplexer(
    input [15:0] data,
    input [1:0] sel,
    input Enable,
    output [3:0] Y
    );
    assign Y[0] = ((~sel[0] && ~sel[1]) ? data[0] :(sel[0] && ~sel[1]) ? data[4] : (~sel[0] && sel[1]) ? data[8] : (sel[0] && sel[1])? data[12] : 0) && Enable;
    assign Y[1] = ((~sel[0] && ~sel[1]) ? data[1] :(sel[0] && ~sel[1]) ? data[5] : (~sel[0] && sel[1]) ? data[9] : (sel[0] && sel[1])? data[13] : 0) && Enable;
    assign Y[2] = ((~sel[0] && ~sel[1]) ? data[2] :(sel[0] && ~sel[1]) ? data[6] : (~sel[0] && sel[1]) ? data[10] : (sel[0] && sel[1])? data[14] : 0) && Enable;
    assign Y[3] = ((~sel[0] && ~sel[1]) ? data[3] :(sel[0] && ~sel[1]) ? data[7] : (~sel[0] && sel[1]) ? data[11] : (sel[0] && sel[1])? data[15] : 0) && Enable;
endmodule
==> changes_impl.md <==
## Flow update

- Type of origin of the critical path: primary input
- Vert. Die Dim: 80 microns
- Vias per cell: 2.58
- Initial antenna violation count: 0
- Top logic family: multiplexers
- Worst-path maximum fanout: 4
- Critical path launch point: sel[1]
- Final number of setup-violating endpoints: 0
- Fin cells: between 80 and 90
- Slew Limit Fails: 0
- FP Core Util: 0.0370
- Number of global-route vias before repair: around 250
- Tightest Hold Check Type: primary input to output pin
- CORE AREA: 3420 sq um
- Mux share: 0.634
- Drt pass-1 iters: 1
- Peak Freq: ~940 MHz
- Lkg Pwr: roughly 0.18 nW
- XOR/XNOR Fraction of Synth Area: 0
- Vias: 214
- Register Area: 0 sq um
- Min-delay src: sel[0]
- YS chip area: 126 sq um
- Main area contributors: mux2i_1 (63%), o22ai_1 (20%), buf_6 (8.9%)
- Post-Syn Instances: 15
- Power per cell area: 284 nW/um^2
- Ys cells: 15
- Slew margin rel.: 0.889
- Hold Vio Cnt, Final: 0
- First-pass GRT wire length: 1520 microns
- Fillers: roughly 400
- Placed Instances: 84
- Fin util: 0.115
- PnR worst setup slack: between 30 and 40 ps
- Worst setup path class: primary input to output pin
- Crit. End Element: output pin
- Yosys top cell by area: mux2i_1
- Worst-margin pin slew: 162 ps
- Mapped cell area: 126 sq um
- Starting DRT DRC Count: 0
- VDD IR max: 0.0000764 V
- Status: completed
- Drt drc: 0
- Fin crit share: 0.970
- Worst slack at placement: -749 ps
- Gr ovfl total: 0
- Ports: 23
- Layout cells sized above 1: 0.297
- Max-capacitance violation count: 0
- Synthesis warning total: 0
- Num rows: 21
- Dominant cell area share: 0.634
- Tool warnings: 32
- Yosys aoi share: 0.198
- Synth Seq Share: 0
- Required @ worst endpoint: 880 ps
- FF+latch count: 0
- Die Footprint: 6400 sq um
- GRT Resource Usage Total: 0.0293
- Largest net degree at the start of global routing: 9
- # clk buffers: 0
- Critical Path AT: 850 ps
- WL final: 939 microns
- WL/cell: about 11 microns
- Adder Share, Synth: 0
- Port Buffer Count: 23
- DIE WIDTH: 80 microns
- Detail Route Antenna Nets: 0
- Average cell area after synthesis: between 8 and 9 sq um
- Post-synth cell types: 5
- Antenna Cells: 0
- Tmin final: 1070 ps
- GP Congestion: 0.717
- RSZ-0062 raised after global routing: false
- Total power: about 0.00011 W
- Basic Gates by Area: 0.0792
- Synth-to-layout area growth: 212%
[report_power, final]
part | switching, W | internal, W | leakage [nW]
Combinational | 0.0000397 | 0.0000720 | 0.183
Clock | 0 | 0 | 0
Sequential | 0 | 0 | 0
Total | 0.0000397 | 0.0000720 | 0.183
[layer usage]
layer / wire length, microns / share of wire / up-vias / track usage
met4: 0 / 0 / 0 / 0
met1: 393 / 0.42 / 99 / 0.0376
met2: 471 / 0.50 / 10 / 0.0490
li1: - / - / 105 / -
met3: 74 / 0.079 / 0 / 0.0102
met5: 0 / 0 / - / 0
[repair_timing]
action / 4_1_cts / 5_1_grt
setup endpoints to repair: 4 / 2
gates cloned: 0 / 0
resized: 43 / 2
pin swaps: 4 / 2
hold buffers: 0 / 0
setup buffers: 0 / 0
[layout make-up]
type	instances	area, sq um	share of cell area
multi-input cells	14	141	0.359
well taps	46	57.6	0.146
repair buffers	23	195	0.495
[through the flow]
step / hold slack (ps) / TNS, ps / cell area [sq um]
4_1_cts: 926 / 0 / 412
2_1_floorplan: 535 / 0 / 126
3_3_place_gp: 1490 / -2860 / 423
6_report: 849 / 0 / 394
5_1_grt: 908 / 0 / 394
3_5_place_dp: 1480 / -2900 / 423
[Yosys cell counts]
| library cell | instances |
|---|---|
| buf_6 | 1 |
| nand2_1 | 1 |
| o22ai_1 | 4 |
| nand2b_1 | 1 |
| mux2i_1 | 8 |
[cell families after synthesis]
kind of cell | count (synthesis)
muxes | 8
buffers and inverters | 1
AOI/OAI and AO/OA | 4
and+or+nand+nor | 2
[cells in the final DEF (no fill, tap or decap)]
cell             netlist  final
buf_2                  0      4
mux2i_1                8      7
mux2i_2                0      1
clkdlybuf4s15_1        0      3
o22ai_2                0      2
dlygate4sd2_1          0     14
nand2b_4               0      1
buf_6                  1      1
clkdlybuf4s15_2        0      1
o22ai_1                4      2
nand2_2                0      1
[path summary, 6_finish.rpt]
kind	to	cells past startpoint	slack [ps]
worst max-delay path	Y[1]	4	30
worst min-delay path	Y[2]	4	850
[critical path, cell delays in order]
cell	delay (ps)
clkdlybuf4s15_2	200
nand2b_4	160
o22ai_1	140
buf_2	120
Power and IR drop assume default switching activity.
