==> ./design.v <==
module full_adder(
    input A, B, Cin,
    output Y, Cout
    );
    assign Y = ~A & (B ^ Cin) | A & ((B & Cin) | (~B & ~Cin));
    assign Cout = (A & B) | (B & Cin) | (A & Cin);
endmodule
module twos_compliment(
    input [7:0] A,
    output [7:0] Y
    );
    wire [7:0] invert;
    assign invert[0] = ~A[0];
    assign invert[1] = ~A[1];
    assign invert[2] = ~A[2];
    assign invert[3] = ~A[3];
    assign invert[4] = ~A[4];
    assign invert[5] = ~A[5];
    assign invert[6] = ~A[6];
    assign invert[7] = ~A[7];
    wire [6:0] carry;
    full_adder lsb_0(
        .A(invert[0]),
        .B(1'b0),
        .Y(Y[0]),
        .Cin(1'b1),
        .Cout(carry[0])
        );
    full_adder lsb_1(
        .A(invert[1]),
        .B(1'b0),
        .Y(Y[1]),
        .Cin(carry[0]),
        .Cout(carry[1])
        );
    full_adder lsb_2(
        .A(invert[2]),
        .B(1'b0),
        .Y(Y[2]),
        .Cin(carry[1]),
        .Cout(carry[2])
        );
    full_adder lsb_3(
        .A(invert[3]),
        .B(1'b0),
        .Y(Y[3]),
        .Cin(carry[2]),
        .Cout(carry[3])
        );
    full_adder msb_4(
        .A(invert[4]),
        .B(1'b0),
        .Y(Y[4]),
        .Cin(carry[3]),
        .Cout(carry[4])
        );
     full_adder msb_5(
        .A(invert[5]),
        .B(1'b0),
        .Y(Y[5]),
        .Cin(carry[4]),
        .Cout(carry[5])
        );
     full_adder msb_6(
        .A(invert[6]),
        .B(1'b0),
        .Y(Y[6]),
        .Cin(carry[5]),
        .Cout(carry[6])
        );
     full_adder msb_7(
        .A(invert[7]),
        .B(1'b0),
        .Y(Y[7]),
        .Cin(carry[6])
        );
endmodule
==> ./run.sh <==
#!/bin/bash
# OpenROAD 26Q1-2900-gdf79404cd8, Yosys 0.63+post, stock flow scripts
make -C /OpenROAD-flow-scripts/flow DESIGN_CONFIG=/design/flow/config.mk WORK_HOME=/design/flow/orfs finish
==> ./config.mk <==
export PLATFORM = sky130hd
export DESIGN_NAME = twos_compliment
export DESIGN_NICKNAME = twos_compliment
export VERILOG_FILES = /design/flow/design.v
export SDC_FILE = /design/flow/constraint.sdc
export NUM_CORES = 4
export LEC_CHECK = 1
export CORE_AREA = 10 10 70 70
export DIE_AREA = 0 0 80 80
==> ./constraint.sdc <==
current_design twos_compliment

set clk_period 1.9
set clk_io_pct 0.2

create_clock -name clk0 -period $clk_period

set non_clock_inputs [all_inputs -no_clocks]
set_input_delay [expr $clk_period * $clk_io_pct] -clock clk0 $non_clock_inputs
set_output_delay [expr $clk_period * $clk_io_pct] -clock clk0 [all_outputs]
==> results.json <==
{
  "row_count": 21,
  "top_cell_area_share": 0.441,
  "topCellsByArea": "ha_1 44%, buf_4 35%, inv_1 15%",
  "dpl_cell_area_um2": 420,
  "finalSetupViolCount": 2,
  "fillers": 392,
  "gp_congestion": 0.728,
  "timing.final.ws_setup_ns": -0.118,
  "clock_buffer_count": 0,
  "min_from": "A[0]",
  "chipArea_um2": 6400,
  "powerDensity_nw_per_um2": 153,
  "fin_hold_ws_ns": 1.27,
  "grt_pass1_wl_um": 869,
  "synth_seq_share": 0,
  "ys_cells": 22,
  "dr.pass1.iters": 1,
  "numPortBuffers": 16,
  "worst_ep_required_time_ns": 1.52,
  "yosysChipArea_um2": 170,
  "die_h_um": 80,
  "initCoreUtil": 0.0498,
  "violations": "negative setup slack",
  "relSlewSlack": 0.929,
  "synthCells": 22,
  "leakage_nw": 0.166,
  "grt_usage": 0.0173,
  "drc": 0,
  "warnings": 38,
  "worst_pin_slew_ns": 0.106,
  "final_area_um2": 425,
  "drive_gt1_frac": 0.533,
  "areaGrowthSynthToFinish_pct": 150,
  "fin_crit_sh": 1.06,
  "rsz0062_at_grt": "yes",
  "top_area_cell": "ha_1",
  "dpl.cell_count": 76,
  "worstSetupEndpointType": "primary output",
  "grt_pass1_vias": 173,
  "grt-ovfl-total": 0,
  "n_antenna_cell": 0,
  "vias": 144,
  "grt_start_max_net_pins": 3,
  "fin_cells": 76,
  "path_max_fanout": 1,
  "startpoint_type": "input pin",
  "period_needed_ns": 2.02,
  "hold_buffers": 0,
  "wl_per_cell_um": 7.24,
  "status": "finished, violations left",
  "finalWirelength_um": 550,
  "whs_endpoint": "Y[0]",
  "via_per_inst": 1.89,
  "pre_cts_slack_ns": -1.10,
  "fmax_mhz": 495,
  "hold_viol": 0,
  "dpl.hpwl_um": 508,
  "synth_area_um2": 170,
  "first_iter_violations": 0,
  "postSynthAreaPerCell_um2": 7.73,
  "core_area_um2": 3420,
  "ir_worst_vdd_uv": 78.0,
  "regArea_um2": 0,
  "path_class": "input pin to primary output",
  "cap_violations": 0,
  "ios": 16,
  "ant_nets": 0,
  "antenna_found_initial": 0,
  "min_path_cells": 2,
  "synth_warnings": 0,
  "synth_cell_type_count": 4,
  "critPathArrivalTime_ns": 1.64,
  "finalMaxSlewViolations": 0,
  "die_x_um": 80,
  "hold_class": "input pin to primary output",
  "flop-count": 0
}
worst max-delay path by stage:
stage,slack (ns),to,startpoint,cells past startpoint
final,-0.12,Y[7],A[1],10
after global routing,-0.16,Y[7],A[1],10
after CTS,-0.13,Y[7],A[1],10
synthesized netlist by cell type:
cell type,instances
buf_4,8
inv_1,7
ha_1,6
xnor2_1,1
layout make-up:
class | count | area, um2 | area share
repair buffers | 16 | 158 | 0.371
inverters | 7 | 43.8 | 0.103
well taps | 46 | 57.6 | 0.135
multi-input cells | 7 | 166 | 0.391
what timing repair did:
| action | in CTS | in global routing |
|---|---|---|
| hold endpoints to repair | 0 | 0 |
| buffers inserted | 0 | 0 |
| gates resized | 30 | 2 |
| setup endpoints to repair | 7 | 2 |
| pin swaps | 7 | 0 |
where the power goes:
part	internal, mW	switching [mW]	total (mW)
Combinational	0.0443	0.0209	0.0652
Clock	0	0	0
Sequential	0	0	0
Total	0.0443	0.0209	0.0652
kinds of logic after synthesis:
kind of cell             Yosys count  synth area share
XOR/XNOR                           1            0.0515
buffers and inverters             15             0.507
adder cells (fa/ha/maj)            6             0.441
cells in the final DEF, fill, tap and decap left out, drive strengths merged:
master	synthesis	routed
clkdlybuf4s50	0	7
inv	7	7
ha	6	6
buf	8	5
dlygate4sd2	0	3
xnor2	1	1
clkdlybuf4s15	0	1
critical path, cell delays in order:
cell,delay (ns)
buf_8,0.09
inv_12,0.03
ha_4,0.14
ha_4,0.15
ha_4,0.15
ha_4,0.15
ha_4,0.15
ha_4,0.15
xnor2_2,0.12
buf_2,0.11
metal layers:
metal | vias up | track usage | part of all wire
met5 | - | 0 | 0
met3 | 0 | 0.0193 | 0.29
li1 | 73 | - | -
met4 | 0 | 0 | 0
met2 | 15 | 0.0273 | 0.31
met1 | 56 | 0.0158 | 0.39
stage by stage:
step                      setup TNS, ns  utilization  total power [mW]
final                            -0.186        0.125            0.0652
after global routing             -0.264        0.125            0.0737
after CTS                        -0.207        0.122            0.0647
after detailed placement          -4.86        0.123            0.0682
after global placement            -4.83        0.123            0.0676
after floorplan                 -0.0227            -            0.0364
No activity file was given, so power comes from the tool's default toggle rates.
